## flow/design.v

```verilog
`timescale 1ns / 1ps
module fifo(
  input  wire        clk,
  input  wire        resetn,
  input  wire [12:0] in,
  input  wire        in_valid,
  output wire [12:0] out,
  input  wire        out_ready,
  output wire        out_valid,
  output wire        out_last
);
	reg  [12:0] fifo [15:0];
    reg   [3:0] rd_ptr;
    reg   [3:0] wt_ptr;
    wire  [3:0] rd_ptr_incr = rd_ptr + 1;
    always @(posedge clk)
        if (resetn) begin
            rd_ptr <= 4'd0;
            wt_ptr <= 4'd0;
        end else begin
            if (in_valid) begin
                fifo[wt_ptr] <= in;
                wt_ptr <= wt_ptr + 1;
            end
            if (out_ready && out_valid) begin
                rd_ptr <= rd_ptr_incr;
            end
        end
    assign out = fifo[rd_ptr];
    assign out_valid = rd_ptr != wt_ptr;
    assign out_last = rd_ptr_incr == wt_ptr;
endmodule
```

## flow/run.sh

```bash
#!/bin/bash
# OpenROAD 26Q1-2900-gdf79404cd8, Yosys 0.63+post, stock flow scripts
make -C /OpenROAD-flow-scripts/flow DESIGN_CONFIG=/design/flow/config.mk WORK_HOME=/design/flow/orfs finish
```

## flow/constraint.sdc

```tcl
current_design fifo

set clk_period 6.0
set clk_io_pct 0.2

create_clock -name clk0 -period $clk_period [get_ports {clk}]

set non_clock_inputs [all_inputs -no_clocks]
set_input_delay [expr $clk_period * $clk_io_pct] -clock clk0 $non_clock_inputs
set_output_delay [expr $clk_period * $clk_io_pct] -clock clk0 [all_outputs]
```

## flow/config.mk

```make
export PLATFORM = sky130hd
export DESIGN_NAME = fifo
export DESIGN_NICKNAME = fifo
export VERILOG_FILES = /design/flow/design.v
export SDC_FILE = /design/flow/constraint.sdc
export NUM_CORES = 4
export LEC_CHECK = 1
export CORE_UTILIZATION = 30
```

==> flow_summary.yaml <==
# flow metrics
route:
  vias: 4026
  diodes: 0
  wl_met1_um: 6130
  wl_met3_um: 2780
  top_layer_used: "met4"
  drt_wl_total_um: 17800
  route.detailed.drc: 0
  drtAntennaViolNets: 0
  drt_iter0_drc: 311
  drt_first_pass_iters: 4
  vias_per_cell: 4.74
  wl_met2_um: 8520
  wl_per_cell_um: 20.9
synth:
  ys_sh_aoi: 0.0285
  fa_ha_area_frac: 0.00736
  ys_sh_simple: 0.0331
  synth_seq_share: 0.763
  synth-warning-count: 1
  ys_chip_area_mm2: 0.00850
  xor_area_frac: 0.0122
  synth_flop_count: 220
  postSynthCellCount: 396
  mux_area_frac: 0.142
  synthTopLogicFamily: "multiplexers"
  syn_avg_cell_area_um2: 21.5
  ys_cells: 396
  synth_area_mm2: 0.00850
  synth_cell_types: 30
critical_path:
  cp.required_ns: 4.80
  path_class: "flop to output pin"
  worstPathArrival_ns: 3.16
  crit_fanout: 31
  critPathLaunchType: "flop"
  endpoint_kind: "output pin"
  reg2reg_slack_ns: 4.15
layout:
  layout.cells.non_filler: 849
  utilization: 0.361
  design_area_mm2: 0.0100
  drive_above_1_share: 0.229
  area_growth_syn_to_layout_pct: 18.1
clock_network:
  htreeDepth: 1
  clkTransAtPathRegs_ns: 0.06
  cts_made_buffers: 22
  cts_sinks: 220
  ctsHoldBuffers: 0
  cts_tree: "yes"
  cts-root-buf: "clkbuf_16"
  cts_resized: 0
  post_cts_buffers: 0
  clock_tree.buffer_depth: 3
  worstSkewPairLatency_ns: 0.49
placed_design:
  gp_congestion: 0.758
  place_inst: 809
  dp_hpwl_um: 10200
  place_area_mm2: 0.00935
  port-buffer-count: 31
global_routing:
  grt_pass1_wl_um: 27300
  grt_overflow: 0
  grt_max_degree: 53
  antenna_found_initial: 0
  grt_pass1_vias: 4563
  grtUsageTotal: 0.138
final_timing:
  rsz0062_at_grt: "false"
  fin_crit_sh: 0.727
  fmax_mhz: 229
  setup-tns-final_ns: 0
  setup_viol: 0
  report.final.slew_viol_count: 0
  tightest_slew_ns: 0.888
  slew_headroom: 0.407
  period_needed_ns: 4.36
  skew_ns: 0.00964
  hold_viol_final: 0
power_and_ir_drop:
  p_per_area_mw_per_mm2: 339
  leakage_nw: 3.16
  vdd_drop_max_v: 0.000191
floorplanning:
  die_w_um: 170
  fp_util: 0.305
  dieArea_mm2: 0.0290
  die_h_um: 170
  ios: 32
  core_mm2: 0.0279
  placementRows: 61
hold_path:
  hold_class: "flop to flop"
job:
  warning_count: 28
  drv_cap: 0
status:
  status: "complete, no violations"
==> logic make-up (layout without fill, tap and decap cells) <==
family,after synthesis,after routing
adder cells (fa/ha/maj),5,5
AND/OR/NAND/NOR,54,54
multiplexers,54,54
buffers and inverters,21,96
flip-flops,220,220
AND-OR/OR-AND,31,31
XOR/XNOR,11,11
==> worst max-delay path: stages, from the launching register on <==
cell	delay, ns
dfxtp_4	0.75
buf_4	0.51
mux4_2	0.56
a22oi_1	0.24
nand2_1	0.11
clkdlybuf4s50_1	0.44
==> cells in the final DEF, fill, tap and decap left out <==
master / count
dfxtp_2: 1
mux4_1: 4
xnor2_1: 4
bufinv_16: 1
nand2_1: 16
a22oi_1: 26
nand4_1: 1
clkdlybuf4s50_1: 31
and3b_2: 1
and2_1: 17
o21ai_0: 2
nor3b_1: 1
clkinv_1: 3
mux4_2: 48
mux2i_1: 2
xor2_2: 1
edfxtp_1: 208
nor2_1: 9
clkinv_2: 5
nor3_1: 1
o41ai_4: 1
nand3_1: 1
or3_1: 2
xor2_1: 6
or4_2: 1
clkbuf_16: 24
buf_4: 22
dfxtp_1: 10
and3_2: 1
ha_1: 5
inv_4: 1
a21oi_1: 2
clkbuf_1: 6
dfxtp_4: 1
inv_1: 3
nor2b_1: 3
==> synthesized netlist by cell type, drive strengths merged <==
master | number | area (um2)
o21ai | 2 | 10.0
inv | 3 | 11.3
nor2b | 3 | 18.8
a21oi | 2 | 10.0
and2 | 17 | 106
xor2 | 7 | 68.8
edfxtp | 208 | 6250
or3 | 2 | 12.5
a22oi | 26 | 195
dfxtp | 12 | 240
nor3 | 1 | 5.00
o41ai | 1 | 27.5
and3b | 1 | 10.0
xnor2 | 4 | 35.0
or4 | 1 | 8.76
nor3b | 1 | 7.51
clkbuf | 10 | 37.5
mux4 | 52 | 1190
nor2 | 9 | 33.8
nand4 | 1 | 6.26
nand3 | 1 | 5.00
and3 | 1 | 7.51
ha | 5 | 62.6
buf | 8 | 72.6
mux2i | 2 | 20.0
nand2 | 16 | 60.1
==> power breakdown <==
group | internal (mW) | switching (mW)
clock | 0.771 | 0.533
combinational | 0.223 | 0.138
sequential | 1.70 | 0.0436
==> metrics by stage <==
stage / power (mW) / hold WS [ns] / setup WS, ns
2_1_floorplan: 2.02 / 0.497 / 3.38
3_3_place_gp: 2.14 / 0.542 / 2.09
3_5_place_dp: 2.14 / 0.543 / 2.07
4_1_cts: 3.45 / 0.552 / 1.52
5_1_grt: 3.54 / 0.615 / 1.38
6_report: 3.41 / 0.561 / 1.64
==> final cells by class <==
| class | instances | area, um2 |
|---|---|---|
| clock buffers | 30 | 623 |
| clock inverters | 10 | 72.6 |
| multi-input cells | 155 | 1900 |
| repair buffers | 53 | 475 |
| well taps | 378 | 473 |
| flip-flops and latches | 220 | 6490 |
| fillers | 2507 | 17800 |
| inverters | 3 | 11.3 |
==> sequential cells by signal, indices dropped and copies added (netlist names), named ones only <==
signal  count
rd_ptr      4
wt_ptr      4
fifo      208
==> per-layer routing <==
layer / vias up / track usage
met3: 33 / 0.105
met4: 0 / 0.0262
li1: 1758 / -
met2: 263 / 0.211
met5: - / 0
met1: 1972 / 0.156
==> path summary, 6_finish.rpt <==
check | from | end | cells past startpoint
hold reg to reg | rd_ptr[2] | rd_ptr[2] | 2
setup / recovery | flop | out[11] | 5
hold / removal | rd_ptr[2] | rd_ptr[2] | 2
setup reg to reg | wt_ptr[1] | fifo[7][10] | 3
Power and IR drop assume default switching activity.
