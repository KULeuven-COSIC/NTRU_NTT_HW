==> /design/flow/run.sh <==
#!/bin/bash
# OpenROAD 26Q1-2900-gdf79404cd8, Yosys 0.63+post, stock flow scripts
make -C /OpenROAD-flow-scripts/flow DESIGN_CONFIG=/design/flow/config.mk WORK_HOME=/design/flow/orfs finish
==> /design/flow/config.mk <==
export PLATFORM = sky130hd
export DESIGN_NAME = ntt_control
export DESIGN_NICKNAME = ntt_control
export VERILOG_FILES = /design/flow/design.v
export SDC_FILE = /design/flow/constraint.sdc
export NUM_CORES = 4
export LEC_CHECK = 1
export CORE_UTILIZATION = 40
==> /design/flow/constraint.sdc <==
current_design ntt_control

set clk_period 5.0
set clk_io_pct 0.2

create_clock -name clk0 -period $clk_period [get_ports {clk}]

set non_clock_inputs [all_inputs -no_clocks]
set_input_delay [expr $clk_period * $clk_io_pct] -clock clk0 $non_clock_inputs
set_output_delay [expr $clk_period * $clk_io_pct] -clock clk0 [all_outputs]
==> /design/flow/design.v <==
`timescale 1ns / 1ps
module ntt_control(
        input  wire        clk,
        input  wire        step,
        input  wire        start,
        input  wire        poly_large_n,  
        output reg         forward,  
        output reg         forward_first_layer,
        output wire        first_layer_first_half,
        output wire        first_layer_first_part,
        input  wire  [8:0] first_layer_stop_at,  
        output wire        last_layer,
        output wire        point_mul,
        output wire [10:0] index_a,
        output wire [10:0] index_b,
        output wire [10:0] index_w,
        output wire        done
    );
    reg  [10:0] counterT;
    reg  [10:0] counterJ;
    reg  [10:0] counterW;
    reg         first_part;
    wire        first_layer_skip_reached = forward_first_layer && counterW[2] && !first_part;
    wire [10:0] counterJIncr = first_layer_skip_reached ? 11'd0 : counterJ + 1;
    wire [10:0] counterJNext = (counterJIncr + (counterJIncr & counterT)) & (poly_large_n ? 11'd2047 : 11'd1023);
    assign      point_mul = counterT == 11'd0;
    always @(posedge clk) begin
        if (start) begin
            forward <= 1'b1;
            counterJ <= 11'b0;
            counterT <= poly_large_n ? 11'd512 : 11'd256;  
            counterW <= 11'd3;  
            forward_first_layer <= 1'b1;
            first_part <= 1'b1;
        end else if (step) begin
            if (done && forward) begin
                counterT <= 11'b1;
                forward <= 1'b0;
            end else if (!done)
                counterT <= counterJNext ? counterT : ((forward ? counterT >> 1 : counterT << 1) & (poly_large_n ? 11'd2047 : 11'd1023));
            forward_first_layer <= forward_first_layer && counterJNext;
            counterJ <= counterJNext;
            counterW <= counterW + (counterJIncr & counterT ? 11'd1 : 11'd0);
            first_part <= (counterJNext & ~(forward_first_layer ? (poly_large_n ? 11'd1024 : 11'd512) : 11'd0)) < first_layer_stop_at;
        end 
    end
    assign done = point_mul && (!forward || !counterJNext);
    assign last_layer = (counterT == (forward ? 11'd1 : (poly_large_n ? 11'd1024 : 11'd512))) && !done;
    wire [10:0] counterJ_corrected = counterJ & ~(forward_first_layer ? (poly_large_n ? 11'd1024 : 11'd512) : 11'd0);
    assign first_layer_first_half = forward_first_layer && !(poly_large_n ? counterJ[10] : counterJ[9]);
    assign first_layer_first_part = first_layer_first_half && first_part;
    assign index_a = counterJ_corrected;
    assign index_b = counterJ_corrected + counterT;
    assign index_w = counterW;
endmodule
==> flow_metrics.py <==
# Synthesis and PnR figures
metrics = {
    "drt": {
        "vias_per_cell": 5.546,
        "drtPass1Iterations": 4,
        "avgRoutedWirePerCell_um": 16.12,
        "diodes": 0,
        "wl_mm": 8.912,
        "drc": 0,
        "antenna_left": 0,
        "first_iter_violations": 153,
        "vias": 3067,
    },
    "critical_path": {
        "cp-end-kind": "output port",
        "cp-start-kind": "register",
        "critPathLaunch": "counterJ[2]$_SDFFE_PP0P_",
        "regToRegSetupSlack_ns": 1.21,
        "reg2reg_depth": 11,
        "path_max_fanout": 12,
        "crit_type": "register to output port",
        "timing.rr.end": "first_part$_SDFFE_PP1P_",
        "required_ns": 4.00,
        "critical_path_arrival_ns": 3.66,
        "r2r_start": "counterJ[2]$_SDFFE_PP0P_",
    },
    "cts": {
        "cts_tree": "yes",
        "clock_latency_ns": 0.29,
        "clkTransAtPathRegs_ns": 0.08,
        "cts_max_path_buffers": 2,
        "cts_resized": 0,
        "root_buffer": "clkbuf_8",
        "h-tree-depth": 2,
        "cts_buffers": 5,
        "post-cts-setup-buffers": 0,
        "clock-sinks": 36,
        "hold_buffers": 0,
    },
    "flow_run": {
        "warnings": 25,
        "maxCapViolations": 0,
    },
    "synthesis": {
        "top_area_frac": 0.1494,
        "top_cells_by_area": "dfxtp_1 (15%), edfxtp_1 (9.9%), ha_1 (8.2%)",
        "synthesis.instances": 417,
        "yosys.stat.chipArea_sq_um": 3349,
        "synth.avg_cell_area_sq_um": 8.032,
        "ys_types": 76,
        "async_flop_share": 0,
        "edf_count": 11,
        "ys_ff": 36,
        "yosysTopAreaCell": "dfxtp_1",
        "ys_cells": 417,
        "synthFlopType": "dfxtp_1",
        "synth_area_sq_um": 3349,
        "seq_area_frac_synth": 0.2480,
        "yosys_warnings": 1,
    },
    "finish": {
        "nFillCells": 818,
        "drive_above_1_share": 0.07813,
        "final_cells": 553,
        "postLayoutCellArea_sq_um": 3964,
        "final_util": 0.4848,
        "area_growth_pct": 18.34,
    },
    "sta": {
        "tightest_slew_ns": 0.8667,
        "setup_violations": 0,
        "skew_ns": 0.008907,
        "maxSlewViolCount": 0,
        "fin_crit_ns": 4.660,
        "max_freq_mhz": 214.6,
        "rsz0062_at_grt": "no",
        "finalCritPeriodShare": 0.9320,
        "relSlewSlack": 0.4214,
        "hold_violations": 0,
        "finalSetupTns_ns": 0,
    },
    "die": {
        "dieArea_sq_um": 8743,
        "dieWidth_um": 93.51,
        "fp_util": 0.4097,
        "core_area_sq_um": 8175,
        "die_h_um": 93.51,
        "boundaryPins": 53,
        "num_rows": 33,
    },
    "grt": {
        "grt_pass1_wl_mm": 14.89,
        "antenna_found_initial": 0,
        "grt.total_usage": 0.2231,
        "grt_pass1_vias": 2894,
        "overflow": 0,
        "grt_start_max_net_pins": 35,
    },
    "placement": {
        "gp_congestion": 0.9667,
        "hpwlAfterDp_mm": 6.694,
        "portBuffers": 52,
        "place_area_sq_um": 3871,
        "place_inst": 545,
    },
    "hold_path": {
        "hp-start": "counterW[7]$_SDFFE_PP0P_",
        "min_path_cells": 2,
        "hp-class": "register to register",
        "holdPathEnd": "counterW[7]$_SDFFE_PP0P_",
    },
    "power": {
        "ir_drop_mv": 0.1828,
        "leakagePower_uw": 0.001590,
        "power_per_cell_area_nw_per_um2": 231.0,
    },
    "status": {
        "status": "completed",
    },
}
==> report_power, final <==
group	total, uW	internal, uW	switching (uW)
registers	378	327	51.4
clock network	217	110	107
logic	320	173	148
==> logic make-up after synthesis <==
group / synth area share
buffers and inverters: 0.09040
DFF: 0.2480
adders and majority gates: 0.08816
and+or+nand+nor: 0.2305
xor gates and xnor gates: 0.06239
muxes: 0.05827
AOI/OAI and AO/OA: 0.2223
==> Yosys cell counts (3+ instances only) <==
cell        n
nor2_1     58
inv_1      30
dfxtp_1    25
ha_1       22
nand2_1    22
mux2i_1    18
a21oi_1    17
clkbuf_1   17
xnor2_1    14
nand3_1    13
o21ai_0    13
edfxtp_1   11
nor3_1     11
buf_4       9
a211oi_1    8
xor2_1      8
buf_2       7
nand4_1     7
and3_1      6
a21boi_0    5
o211ai_1    5
o21ai_1     5
o2111ai_1   4
or3_1       4
a211o_1     3
a21o_1      3
o2111a_1    3
o31ai_1     3
or2_2       3
or4_1       3
==> per-stage QoR <==
step / hold WS (ns) / setup slack (ns) / total power (uW)
final: 0.5112 / 0.3400 / 915.7
after CTS: 0.5129 / 0.3758 / 922.5
after detailed placement: 0.4927 / 0.6296 / 704.3
after global routing: 0.5354 / 0.1002 / 982.0
after global placement: 0.4790 / 0.6519 / 703.5
after floorplan: 0.4487 / 1.445 / 572.1
==> critical path, stage by stage, from the launching register on <==
cell             delay [ns]
dfxtp_1                0.58
nand3_1                0.45
nor3_1                 0.47
mux2i_1                0.45
o31ai_1                0.19
a311oi_4               0.37
nand4_1                0.20
a21oi_1                0.18
clkdlybuf4s50_1        0.48
==> registers in the layout, indices dropped and copies added, names as in the netlist <==
register	flops
counterT	11
counterJ	11
counterW	11
first_part	1
forward	1
forward_first_layer	1
==> how the worst max path moves through the flow <==
stage / endpoint / slack [ns]
after global routing: done / 0.10
final: done / 0.34
after CTS: done / 0.38
==> per-layer routing <==
layer / share of wire / wire, um / up-vias / track usage
li1: - / - / 1571 / -
met1: 0.49 / 4384 / 1385 / 0.3644
met2: 0.43 / 3873 / 102 / 0.3327
met5: 0 / 0 / - / 0
met3: 0.057 / 508 / 9 / 0.02151
met4: 0.016 / 145 / 0 / 0.03205
==> layout make-up <==
type	count	area, sq um	area share
Clock buffer	6	82.58	0.02083
Clock inverter	2	10.01	0.002525
Inverter	30	112.6	0.02841
Multi-Input combinational cell	314	2216	0.5590
Sequential cell	36	830.8	0.2096
Tap cell	105	131.4	0.03314
Timing Repair Buffer	60	580.6	0.1465
==> cell usage in the layout (no fill, tap or decap), types with 8 or more instances in the layout <==
master / instances
nor2_1: 58
clkdlybuf4s50_1: 52
inv_1: 30
dfxtp_1: 25
nand2_1: 22
ha_1: 22
mux2i_1: 18
a21oi_1: 17
xnor2_1: 14
nand3_1: 13
o21ai_0: 13
nor3_1: 11
edfxtp_1: 11
a211oi_1: 8
xor2_1: 8
buf_4: 8
Power and IR drop assume default switching activity.
