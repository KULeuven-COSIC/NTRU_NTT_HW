File: design/flow/config.mk
export PLATFORM = sky130hd
export DESIGN_NAME = poly_reduction
export DESIGN_NICKNAME = poly_reduction
export VERILOG_FILES = /design/flow/design.v
export SDC_FILE = /design/flow/constraint.sdc
export NUM_CORES = 4
export LEC_CHECK = 1
export CORE_UTILIZATION = 30
File: design/flow/constraint.sdc
current_design poly_reduction

set clk_period 12.8
set clk_io_pct 0.2

create_clock -name clk0 -period $clk_period [get_ports {clk}]

set non_clock_inputs [all_inputs -no_clocks]
set_input_delay [expr $clk_period * $clk_io_pct] -clock clk0 $non_clock_inputs
set_output_delay [expr $clk_period * $clk_io_pct] -clock clk0 [all_outputs]
File: design/flow/design.v
`timescale 1ns / 1ps
module poly_reduction(
        input  wire        clk,
        input  wire [23:0] in_1,
        input  wire [23:0] in_2,
        input  wire  [1:0] poly_q,
        output wire [12:0] out
    );
    reg [23:0] in_1_reg, in_2_reg;
    always @(posedge clk) begin
        in_1_reg <= in_1;
        in_2_reg <= in_2;
    end
    wire [12:0] in_1_lifted = in_1_reg - (in_1_reg > 24'd6293504 ? 24'd12587009 : 24'd0);
    wire [12:0] in_2_lifted = in_2_reg - (in_2_reg > 24'd6293504 ? 24'd12587009 : 24'd0);
    wire [12:0] reduced = in_1_lifted + in_2_lifted;
    assign out = { reduced[12:11] & poly_q, reduced[10:0] };
endmodule
File: design/flow/run.sh
#!/bin/bash
# OpenROAD 26Q1-2900-gdf79404cd8, Yosys 0.63+post, stock flow scripts
make -C /OpenROAD-flow-scripts/flow DESIGN_CONFIG=/design/flow/config.mk WORK_HOME=/design/flow/orfs finish
==> out/metrics.yaml <==
yosys:
  yosys_warnings: 1
  ff_type: "dfxtp_1"
  synth_area_um2: 2050
  synth_seq_share_pct: 46.9
  syn_area_per_cell_um2: 10.3
  yosysCellCount: 199
  synth_flop_count: 48
  synthArstFlopShare_pct: 0
  synth.distinct_cells: 37
  yosysChipArea_um2: 2050
  edf_count: 0
  synthCells: 199
global_route:
  grtUsageMet3_pct: 3.29
  overflow: 0
  antenna_found_initial: 0
  first_global_vias: 1436
  top_usage_layer: "met2"
  grt_max_degree: 14
  grt_pass1_wl_um: 6300
  grt_use_met1_pct: 16.5
  track_usage_pct: 11.2
  grtUsageMet2_pct: 17.1
run:
  warnings: 26
  drv_cap: 0
power:
  powerDensity_nw_per_um2: 123
  power.leakage_nw: 1.32
  ir_drop_v: 0.0000917
cells_and_area:
  layout_top_cell: "clkdlybuf4s50_1"
  final_cell_mix: "clkdlybuf4s50_1, inv_1, dfxtp_1, ha_1, xnor2_1"
  stdcell_count: 346
  final_core_util_pct: 44.5
  drive_above_1_share_pct: 6.69
  syn_to_final_growth_pct: 40.2
floorplan:
  die-area_um2: 7160
  chipHeight_um: 84.6
  rows: 29
  die_x_um: 84.6
  pin_count: 64
  core_um2: 6460
  initCoreUtil_pct: 31.7
final_timing:
  tightest_slew_ns: 0.324
  fin_crit_sh_pct: 55.8
  finalSetupViolations: 0
  maxSlewViolCount: 0
  tns_ns: 0
  rsz0062_at_grt: "no"
  period_needed_ns: 7.14
  hold_ws_ns: 2.71
  final-hold-violation-count: 0
  fmax_mhz: 140
  max_slew_margin_pct: 78.2
detailed_routing:
  first_pass_iters: 6
  diodes: 0
  vias: 1381
  ant_nets: 0
  via_per_inst: 3.99
  wl_um: 3590
  drc: 0
  initialDrtViolationCount: 36
  routedWlPerCell_um: 10.4
min_path:
  hold_path.class: "in -> reg"
setup_path:
  end_kind: "primary output"
  path_cells: "nor4_1 > nand2_1 > o41ai_1 > a31oi_1 > nor2_1 > inv_1 > fa_1 > fa_1 > inv_1 > ha_1 > inv_1 > fa_1 > nor2b_1 > o21ba_2 > o31ai_4 > o21ai_2 > mux2_4 > clkdlybuf4s50_1"
  start_kind: "flip-flop"
  cp.arrival_ns: 4.58
  worst_path_largest_cell_delay_ns: 0.50
  critical_path_required_ns: 10.24
  critPathMaxFanout: 3
  critical_path_class: "reg -> out"
  slowest_stage: "fa_1"
clock_network:
  htree_levels: 2
  clockBufferDepth: 2
  clk_pin_slew_ns: 0.07
  cts_buffers: 5
  cts_tree: "built"
  cts-root-buf: "clkbuf_8"
  clkSinkCount: 48
  cts_resized: 0
  cts_setup_buffers: 0
  postCtsHoldBufs: 0
placement:
  gp_congestion: 0.856
  port_buffers: 63
  dp_cells: 339
  hpwlAfterDp_um: 3140
outcome:
  status: "finished clean"
## synthesized netlist by cell type (4+ instances only)
library cell / n / share of area [%]
ha_1: 24 / 15
inv_1: 51 / 9.3
nand2_1: 7 / 1.3
nor2_1: 5 / 0.92
xnor2_1: 10 / 4.3
nor4_1: 4 / 1.2
nor3_1: 4 / 0.98
dfxtp_1: 48 / 47
## cells by family (layout without fill, tap and decap cells)
kind of cell	count (synthesis)	after routing	share of synthesized area [%]
AND/OR/NAND/NOR	35	35	9.10
XOR/XNOR	12	12	5.13
flip-flops	48	48	46.9
AND-OR/OR-AND	24	24	10.7
multiplexers	2	2	1.22
buffers and inverters	51	121	9.35
adder cells (fa/ha/maj)	27	27	17.6
## path summary, 6_finish.rpt
kind	startpoint	end	slack [ns]	cells past startpoint
setup / recovery	in_1_reg[6]	out[12]	5.66	18
hold / removal	in_2[3]	in_2_reg[3]	2.71	1
## metal layers
layer	vias to the layer above	wire length [um]
met1	548	1730
met3	5	306
met5	-	0
met4	0	57
met2	50	1500
li1	778	-
## layout make-up
cell class / instances / area (um^2)
clock buffer: 7 / 96.3
timing repair buffer: 63 / 631
fill: 630 / 3590
multi-input combinational: 100 / 896
sequential: 48 / 961
tap: 77 / 96.3
inverter: 51 / 191
## critical path, delay by kind of cell, from the launching register on
family                     cells  cell delay (ns)
DFF                            1             0.32
muxes                          1             0.30
adders and majority gates      4             1.44
and+or+nand+nor                4             0.81
AOI/OAI and AO/OA              5             0.86
buffers and inverters          4             0.57
## power by group
part | leakage [nW] | internal [W] | switching [W] | total [W]
sequential | 0.405 | 0.000157 | 0.00000364 | 0.000161
clock | 0.0503 | 0.0000480 | 0.0000411 | 0.0000891
combinational | 0.865 | 0.0000656 | 0.0000371 | 0.000103
## stage by stage
stage	total power [W]	area [um^2]	setup WS (ns)
after floorplan	0.000215	2050	6.61
after global placement	0.000268	2780	5.93
after detailed placement	0.000268	2780	5.91
after CTS	0.000357	2870	5.58
after global routing	0.000376	2870	5.23
final	0.000353	2870	5.66
Power and IR drop assume default switching activity.
